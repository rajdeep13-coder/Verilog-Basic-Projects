## ./run.sh

```bash
#!/bin/bash
# OpenROAD 26Q1-2900-gdf79404cd8, Yosys 0.63+post, stock flow scripts
make -C /OpenROAD-flow-scripts/flow DESIGN_CONFIG=/design/flow/config.mk WORK_HOME=/design/flow/orfs finish
```

## ./config.mk

```make
export PLATFORM = sky130hd
export DESIGN_NAME = sequence_detector_1011
export DESIGN_NICKNAME = sequence_detector_1011
export VERILOG_FILES = /design/flow/design.v
export SDC_FILE = /design/flow/constraint.sdc
export NUM_CORES = 4
export LEC_CHECK = 1
export CORE_AREA = 10 10 70 70
export DIE_AREA = 0 0 80 80
```

## ./constraint.sdc

```tcl
current_design sequence_detector_1011

set clk_period 1.0
set clk_io_pct 0.2

create_clock -name clk0 -period $clk_period [get_ports {clk}]

set non_clock_inputs [all_inputs -no_clocks]
set_input_delay [expr $clk_period * $clk_io_pct] -clock clk0 $non_clock_inputs
set_output_delay [expr $clk_period * $clk_io_pct] -clock clk0 [all_outputs]
```

## ./design.v

```verilog
module sequence_detector_1011 (
    input clk,
    input reset,
    input in,
    output reg out
);
    typedef enum reg [2:0] {
        S0 = 3'b000,   
        S1 = 3'b001,   
        S2 = 3'b010,   
        S3 = 3'b011,   
        S4 = 3'b100    
    } state_t;
    state_t current_state, next_state;
    always @(posedge clk or posedge reset) begin
        if (reset)
            current_state <= S0;
        else
            current_state <= next_state;
    end
    always @(*) begin
        case (current_state)
            S0:  next_state = (in == 1) ? S1 : S0;
            S1:  next_state = (in == 1) ? S2 : S0;
            S2:  next_state = (in == 1) ? S2 : S3;
            S3:  next_state = (in == 1) ? S4 : S0;
            S4:  next_state = (in == 1) ? S2 : S0;
            default: next_state = S0;
        endcase
    end
    always @(*) begin
        if (current_state == S4)
            out = 1;
        else
            out = 0;
    end
endmodule
```

==> results_dict.tcl <==
# flow metrics
set metrics [dict create \
    tritoncts "built" \
    crit_path_end_kind "register" \
    grt_setup_unrepaired "no" \
    grt_first_pass_wirelength_um 710 \
    outcome "complete, no violations" \
    min-delay-path-class "in -> async" \
    timing.fmax_mhz 1070 \
    grt_pass1_vias 151 \
    cts_max_level 1 \
    yosys-top-cells-count "dfrtp_1, and2_1" \
    dieWidth_um 80 \
    swShare 0.213 \
    clock_network_fraction_of_design_power 0.457 \
    final_min_period_over_clock_period 0.934 \
    grt_util_all_layers 0.0162 \
    synthCells 12 \
    critical_path.reg2reg.startpoint "current_state[1]" \
    number_of_port_buffers 3 \
    fin_hold_ws_ps 148 \
    top_cells_by_area_in_the_synthesized_netlist "dfrtp_1, dfstp_2, and2_1" \
    synth-edff-count 0 \
    timing.clock.skew_ps 5.31 \
    top_area_frac 0.593 \
    worstMarginPinSlew_ps 179 \
    tns_ps 0 \
    yosys.cell_count.top_type "dfrtp_1" \
    yosys_area_sq_um 169 \
    drcViolationCount 0 \
    nFillCells 405 \
    ys_ff 5 \
    largest_stage_delay_worst_path_ps 380 \
    final_period_minus_worst_setup_slack_ps 934 \
    multiInputGateArea_sq_um 53.8 \
    maxSlewViolCount 0 \
    portion_of_total_power_attributed_to_sequential_cells 0.456 \
    sequential_cell_area_sq_um 126 \
    largest_register_ff_count 5 \
    top_area_cell "dfrtp_1" \
    drt-vias-per-instance 1.74 \
    p_int_mw 0.403 \
    crit_path_cell_trace "buf_6 -> o31a_2" \
    fraction_of_registers_with_async_set_reset 1.00 \
    top_register "current_state" \
    power_density_nw_per_um2 1690 \
    yosys_warnings 1 \
    floorplan.core_util 0.0495 \
    net-switching-power_mw 0.109 \
    syn_area_per_cell_sq_um 14.1 \
    final_hold_vios 0 \
    total_number_of_placement_rows 21 \
    tool_warnings 25 \
    cap_violations 0 \
    route.vias.total 115 \
    drive_above_1_share 0.400 \
    tritoncts_num_sinks 5 \
    avgRoutedWirePerCell_um 6.14 \
    dieHeight_um 80 \
    critical-path-slowest-cell "dfrtp_1" \
    worst-path-max-fanout 2 \
    critPathKind "reg -> reg" \
    root_buffer "clkbuf_4" \
    dpl.hpwl_um 294 \
    antenna_found_initial 0 \
    io_pins 4 \
    clkTransAtPathRegs_ps 40 \
    irDropWorstVdd_uv 289 \
    area_growth_pct 80.0 \
    leakage_nw 0.126 \
    max-slew-margin-rel 0.880 \
    detailedRoute.firstPassIterationCount 2 \
    power.combinational.fraction 0.087 \
    synth.distinct_cells 8 \
    antenna_left 0 \
    grt_start_max_net_pins 6 \
    finalSetupViolCount 0 \
    startpoint_type "register" \
    critical_path_required_ps 1120 \
    reg.largest.list "current_state x5" \
    chip_area_sq_um 6400 \
    worst_skew_pair.late_latency_ps 250 \
    data_arrival_time_at_the_worst_slack_endpoint_ps 1060 \
    drt-initial-drc-count 7 \
    yosys_cells 12 \
    core_sq_um 3420 \
    yosysSeqAreaShare 0.748 \
    launch_point_of_the_critical_path "current_state[1]" \
    post_synth_instance_area_sq_um 169 \
    cts_made_buffers 3 \
    ant_diodes 0 \
    finalWeightedCongestion 0.541 \
    clk_path_buf_depth 2 \
    synth_top_flop_cell "dfrtp_1" \
    routed_wl_um 405 \
    grt-ovfl-total 0 \
]
[power by group through the flow]
stage     clock network [mW]  registers, mW  logic (mW)
4_1_cts                0.243          0.229      0.0405
5_1_grt                0.261          0.236      0.0509
6_report               0.234          0.234      0.0448
[area by class of cell]
| cell class | instances | area share |
|---|---|---|
| Sequential cell | 5 | 0.416 |
| Tap cell | 46 | 0.189 |
| Multi-Input combinational cell | 6 | 0.177 |
| Timing Repair Buffer | 4 | 0.119 |
| Clock buffer | 4 | 0.0864 |
| Inverter | 1 | 0.0123 |
[cells in the final DEF (no fill, tap or decap)]
master,count
clkbuf_2,1
nor4_4,1
nor2_1,1
o31a_2,1
dfrtp_1,4
clkbuf_4,3
clkbuf_1,1
clkdlybuf4s50_1,2
nor2b_1,1
inv_1,1
dfstp_2,1
and2_1,2
buf_6,1
[through the flow]
stage	instance area [sq um]	cells	power [mW]	utilization	setup slack [ps]
2_1_floorplan	169	12	0.246	-	199
3_3_place_gp	264	62	0.262	0.0773	-0.110
3_5_place_dp	264	62	0.264	0.0773	-1.24
4_1_cts	308	67	0.513	0.0901	1.00
5_1_grt	304	66	0.548	0.0890	9.81
6_report	304	66	0.513	0.0890	66.4
[kinds of logic after synthesis]
| family | synth area share |
|---|---|
| compound gates | 0.0593 |
| buf+inv | 0.0222 |
| simple gates | 0.170 |
| flops | 0.748 |
[metal layers]
layer,wire length (um),track usage
met5,0,0
met4,0,0.00352
met3,95,0.0261
met2,178,0.0201
met1,131,0.0134
[critical path, delay by kind of cell, from the launching register on]
family,cells,cell delay [ps]
DFF,1,380
AOI/OAI and AO/OA,1,310
buffers and inverters,1,130
[worst paths after layout]
path                                     to  slack, ps  cells after the start
min in group clk0          current_state[2]        500                      1
setup reg to reg           current_state[2]         70                      2
setup / recovery           current_state[2]         70                      2
hold / removal             current_state[4]        150                      2
max in group asynchronous  current_state[0]        610                      2
hold reg to reg            current_state[2]        500                      1
[timing repair]
item / 4_1_cts / 5_1_grt
setup buffers: 1 / 0
gates cloned: 0 / 0
setup endpoints to repair: 1 / 3
pin swaps: 2 / 1
gates resized: 4 / 3
hold buffers: 0 / 0
No activity file was given, so power comes from the tool's default toggle rates.

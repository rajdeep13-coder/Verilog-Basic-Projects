[flow/run.sh]
#!/bin/bash
# OpenROAD 26Q1-2900-gdf79404cd8, Yosys 0.63+post, stock flow scripts
make -C /OpenROAD-flow-scripts/flow DESIGN_CONFIG=/design/flow/config.mk WORK_HOME=/design/flow/orfs finish
[flow/config.mk]
export PLATFORM = sky130hd
export DESIGN_NAME = counter_4bit
export DESIGN_NICKNAME = counter_4bit
export VERILOG_FILES = /design/flow/design.v
export SDC_FILE = /design/flow/constraint.sdc
export NUM_CORES = 4
export LEC_CHECK = 1
export CORE_AREA = 10 10 70 70
export DIE_AREA = 0 0 80 80
[flow/constraint.sdc]
current_design counter_4bit

set clk_period 1.5
set clk_io_pct 0.2

create_clock -name clk0 -period $clk_period [get_ports {clk}]

set non_clock_inputs [all_inputs -no_clocks]
set_input_delay [expr $clk_period * $clk_io_pct] -clock clk0 $non_clock_inputs
set_output_delay [expr $clk_period * $clk_io_pct] -clock clk0 [all_outputs]
[flow/design.v]
module counter_4bit(
    input clk,
    input reset,
    output reg [3:0] count
);
always @(posedge clk or posedge reset) begin
    if (reset)
        count <= 4'b0000;
    else
        count <= count + 1;
end
endmodule
==> notes.org <==
#+TITLE: Flow metrics

** Final layout
- Per the final layout report, the fraction of cells sized above drive strength 1 comes to 0.211.
- Highest-count cells in the layout ignoring fill and taps :: 5 x sky130_fd_sc_hd__clkdlybuf4s50_1, 4 x sky130_fd_sc_hd__dfrtp_1, 3 x sky130_fd_sc_hd__clkbuf_4, 2 x sky130_fd_sc_hd__inv_1
- Register containing the most flip-flops in the final layout :: count
- Number of flip-flops in the largest register :: 4
- The largest registers in the layout are count: 4 flops.
- By instance count after routing, the leading logic cell type is sky130_fd_sc_hd__clkdlybuf4s50_1.
- Layout-stage area growth over the synthesis result :: 96.5%

** Final timing
- Total of endpoints with negative setup slack in the final report :: 0
- Timing would allow up to 713 MHz.
- RSZ-0062 raised after global routing :: false
- Final critical-path required period :: 1.40 ns
- Counting pins that exceed their max-slew limit in the final report gives 0.
- Final total negative setup slack :: 0 ns
- Transition time of the tightest slew-check pin :: 0.149 ns
- Share of the cycle needed by the critical path after routing :: 0.935
- Per the final timing report, the hold violations number 0.
- The most critical hold endpoint after final layout shows a slack of 0.253 ns.
- The worst-case max-slew headroom was logged as 0.901.
- Least setup slack across all paths after layout :: 0.0981 ns
- The final timing report lists clock skew as 0.00447 ns.

** Global routing
- GRT Overall Usage :: 0.0141
- Per the GRT congestion report, total overflow comes to 0.
- The number of antenna violations at the first check in global routing is 0.
- Largest net degree at the start of global routing :: 5
- Number of global-route vias before repair :: 127
- The first global-routing pass estimated 662 microns of wire.

** Yosys
- Count of synthesis-stage warnings from yosys :: 1
- Mean Syn Cell Area :: 14.3 sq um
- Register share after synthesis :: 0.702
- Yosys cell count :: 10
- In this run, synthesis produced a sequential element count of 4.
- Post-synthesis, Yosys gives the total cell area as 143 sq um.
- The synthesized netlist handed to floorplanning was reported with a cell count of 10.
- After synthesis the cells add up to 143 sq um.
- The gate-level netlist out of Yosys references 6 unique cell types.

** Min path
- Worst min-delay path class :: in2async

** Route
- The routed layout reports a DRC error count of 0.
- Ratio of routed vias to standard cells :: 1.52
- For this block, the initial DRC count from the detailed router was 0.
- Via count of the routed design :: 99
- In the routed netlist, the antenna diode instances number 0.
- In the detailed route, the total length drawn on met2 is 87 microns.
- Total detailed-routing wirelength :: 396 microns
- Length of routed wiring on met1 :: 246 microns
- After detailed routing, the average wire length per cell comes to 6.09 microns.
- The highest layer touched by signal routing is met3.
- The detail route stage leaves a number of antenna-violating nets equal to 0.
- For this run, the detailed router's first-pass iteration total came to 1.
- Detailed routing placed a total of 62 microns of wire on met3.

** Place
- Placer's final routability congestion estimate :: 0.644
- As logged by OpenROAD, the buffers inserted on ports number 5.
- Post-place setup slack :: 0.295 ns

** Worst setup path
- For the worst reg-to-reg path, the endpoint reported by OpenROAD is count[2]$_DFF_PP0_.
- Per the timing report, the most critical flop-to-flop path originates at count[0]$_DFF_PP0_.
- In this design, the stage delay of the slowest critical-path cell is 0.49 ns.
- Top Family by Delay on Critical Path :: buffers and inverters
- Buffers & Inverters on Critical Path :: 1
- Worst R2R Setup Slack :: 0.63 ns
- STA classifies the critical path startpoint as a flop.
- Looking at the setup timing report, the critical path kind is reg2out.
- The critical path's slowest stage uses the library cell sky130_fd_sc_hd__clkdlybuf4s50_1.
- For reference, the critical path cell chain is clkdlybuf4s50_1.
- Depth of the most critical reg-to-reg path :: 2
- STA classifies the critical path endpoint as an output pin.
- Critical path peak fanout :: 4
- Worst endpoint data arrival time :: 1.10 ns
- Data required time of the critical path :: 1.20 ns

** Floorplanning
- Die outline area :: 6400 sq um
- Core utilization before placement :: 0.0418
- According to the floorplan report, the die width is 80 microns.
- Top-level port count :: 6
- Total core area :: 3420 sq um
- Vertical die dimension :: 80 microns
- For reference, the placement row count at floorplan is 21.

** Clock network
- Buffer cell driving the clock tree root :: sky130_fd_sc_hd__clkbuf_4
- Per the CTS log, the maximum H-tree level is 1.
- Looking at the clock tree report, the maximum root-to-sink buffer count equals 2.
- The clock tree has to reach 4 sinks.
- Clock tree synthesis inserted a total of 3 buffers.
- Looking at the worst setup and hold paths, the clock pins of their registers show a slew of 0.04 ns.
- CTS tree :: done
- As reported, the later end of the worst-skew pair has a clock insertion delay of 0.23 ns.

** Pwr
- Maximum vdd drop :: 0.000449 V
- Standby leakage power :: 0.000122 uW
- Total power normalized to cell area comes to 869 nW/um^2.

** Job
- The logs give a warning total of 25.
- In this run the maximum-capacitance check reported violations numbering 0.

** Status
- Run status :: finished clean
-- kinds of logic after synthesis --
group	Yosys count	synth area share
DFF	4	0.702
xor gates and xnor gates	2	0.123
buffers and inverters	2	0.0527
adders and majority gates	1	0.0877
and+or+nand+nor	1	0.0351
-- how the worst max path moves through the flow --
stage,endpoint,slack [ns],startpoint,cells past startpoint
5_1_grt,count[0],0.04,count[0]$_DFF_PP0_,1
6_report,count[0],0.1,count[0]$_DFF_PP0_,1
4_1_cts,count[2],0.04,count[2]$_DFF_PP0_,1
-- synth_stat cells (all sizes together) --
| cell | number | area, sq um |
|---|---|---|
| xor2 | 1 | 8.76 |
| nand3 | 1 | 5.00 |
| xnor2 | 1 | 8.76 |
| dfrtp | 4 | 100 |
| inv | 2 | 7.51 |
| ha | 1 | 12.5 |
-- worst register-to-register path: stages (launching register included) --
cell	delay, ns
sky130_fd_sc_hd__dfrtp_1	0.40
sky130_fd_sc_hd__ha_1	0.22
sky130_fd_sc_hd__xor2_1	0.14
-- layout make-up --
class	count	area [sq um]
Fill cell	409	3140
Sequential cell	4	100
Timing Repair Buffer	6	57.6
Tap cell	46	57.6
Multi-Input combinational cell	4	35.0
Clock buffer	3	22.5
Inverter	2	7.51
-- report_power, final --
group	total [uW]	switching (uW)	internal, uW
clock network	130	41.1	89.3
logic	4.66	2.22	2.44
registers	109	0	109
-- timing repair --
item | 4_1_cts | 5_1_grt
setup buffers | 0 | 1
setup endpoints to repair | 0 | 1
hold buffers | 0 | 0
gates resized | 0 | 0
-- metal layers --
metal  vias up  track usage
met5         -            0
met4         0      0.00352
met3         0       0.0159
met2         8       0.0112
met1        42       0.0207
li1         49            -
-- metrics by stage --
| stage | total power, uW | utilization | std cells | instance area [sq um] |
|---|---|---|---|---|
| global route | 262 | 0.0821 | 65 | 280 |
| floorplan | 112 | - | 10 | 143 |
| CTS | 249 | 0.0799 | 64 | 273 |
| global placement | 114 | 0.0733 | 61 | 250 |
| detailed placement | 115 | 0.0733 | 61 | 250 |
| finish | 244 | 0.0821 | 65 | 280 |
Power is estimated from default activity; no workload was simulated.
